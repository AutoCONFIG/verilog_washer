==> flow/run.sh <==
#!/bin/bash
# OpenROAD 26Q1-2900-gdf79404cd8, Yosys 0.63+post, stock flow scripts
make -C /OpenROAD-flow-scripts/flow DESIGN_CONFIG=/design/flow/config.mk WORK_HOME=/design/flow/orfs finish
==> flow/config.mk <==
export PLATFORM = sky130hd
export DESIGN_NAME = fdiv100
export DESIGN_NICKNAME = fdiv100
export VERILOG_FILES = /design/flow/design.v
export SDC_FILE = /design/flow/constraint.sdc
export NUM_CORES = 4
export LEC_CHECK = 1
export CORE_AREA = 10 10 70 70
export DIE_AREA = 0 0 80 80
==> flow/constraint.sdc <==
current_design fdiv100

set clk_period 1.8
set clk_io_pct 0.2

create_clock -name clk0 -period $clk_period [get_ports {clockin}]

set non_clock_inputs [all_inputs -no_clocks]
set_input_delay [expr $clk_period * $clk_io_pct] -clock clk0 $non_clock_inputs
set_output_delay [expr $clk_period * $clk_io_pct] -clock clk0 [all_outputs]
==> flow/design.v <==
module fdiv100(clockin,clockout);
    input clockin;
    output clockout;
    reg clockout = 0;
    reg [7:0] count = 0;
    always @(posedge clockin) begin
        if (count == 50) begin
            clockout = ~clockout;
            count <= 0;
        end
        else count <= count + 1;
    end
endmodule
==> results_dict.tcl <==
# implementation run metrics
set metrics [dict create \
    status "finished, final reports clean" \
    mi_logic_area_um2 151 \
    diodes 0 \
    rows 21 \
    whs_ns 0.467 \
    synth-xor-area-share 0.122 \
    yosysWarnings 1 \
    die_area_um2 6400 \
    crit_family "buffers and inverters" \
    grtUsageMet1 0.0242 \
    grt_overflow 0 \
    ys_cells 36 \
    globalRouteMet2Util 0.0193 \
    syn_to_final_growth_pct 26.9 \
    clock_sinks 9 \
    postCtsSetupRepairBufs 0 \
    cts-hold-fix-buffers 0 \
    firstDrtPassIters 4 \
    tns_ns 0 \
    path_max_fanout 2 \
    synthAoiAreaFrac 0.0385 \
    leakage_nw 0.157 \
    synthMuxAreaShare 0 \
    fp_util 0.105 \
    grt_antenna_before_repair 0 \
    yosys_area_um2 358 \
    portBuffers 1 \
    cpPeakStageDelay_ns 0.48 \
    power.total_w 0.000351 \
    cts_inserted_buffers 3 \
    place_area_um2 428 \
    io_pins 2 \
    fp.coreArea_um2 3420 \
    place_congestion 0.743 \
    tightest_slew_ns 0.426 \
    finClkSkew_ns 0.00177 \
    finalClockPeriodUsage 0.801 \
    drive_gt1_frac 0.122 \
    dieHeight_um 80 \
    synth_area_per_cell_um2 9.94 \
    drc 0 \
    netlist_instances 36 \
    arrival_ns 1.08 \
    combPwrFrac 0 \
    die_w_um 80 \
    power.share.clock 0.423 \
    p_sw_w 0.0000636 \
    synth_cell_types 16 \
    hpwlAfterDp_um 368 \
    cp-end-kind "output port" \
    rsz0062_at_grt "false" \
    clk_pin_slew_worst_paths_ns 0.06 \
    wl_per_cell_um 5.63 \
    crit_slowest_cell "clkdlybuf4s50_1" \
    powerDensity_nw_per_um2 773 \
    warnings 26 \
    p_sw_frac 0.181 \
    clockBufferDepth 2 \
    busiest_layer "met1" \
    max_slew_margin 0.712 \
    regToRegSetupSlack_ns 0.47 \
    cts_resized 0 \
    first_iter_violations 5 \
    stdcell_count 87 \
    start_kind "flip-flop" \
    intPower_w 0.000287 \
    grt_use_met3 0.0182 \
    finalSetupViolCount 0 \
    grt_first_pass_wirelength_um 876 \
    ant_nets 0 \
    vdd_drop_max_v 0.000518 \
    ys_ff 9 \
    min_period_ns 1.44 \
    dp_cells 83 \
    cts_root_buf "clkbuf_4" \
    viasPerCell 2.63 \
    drv_cap 0 \
    fillers 394 \
    cp_cell_sequence "clkdlybuf4s50_1" \
    synthSimpleGateAreaFrac 0.192 \
    adder_share 0.0699 \
    grt_pass1_vias 207 \
    finish.instance_area_um2 454 \
    track_usage 0.0177 \
    yosysSeqAreaShare 0.531 \
    holdCritPathClass "flip-flop to flip-flop" \
    synth.logic.top_family "simple AND/OR/NAND/NOR gates" \
    regArea_um2 190 \
    path_class "flip-flop to output port" \
    path_buffers 1 \
    synth.cell_area_um2 358 \
    vias 229 \
    hold_viol 0 \
    worst_ep_required_time_ns 1.44 \
    slew_viol_final 0 \
    max_clock_freq_mhz 694 \
    p_seq_frac 0.577 \
    cts_tree "done" \
    grt_start_max_net_pins 6 \
    lay_top_count "dfxtp_1" \
    layout_top_cells "dfxtp_1, nor2_1" \
    clock_latency_ns 0.26 \
    cts_max_level 1 \
    wirelength_um 490 \
]
routing by layer:
| layer | up-vias | part of all wire |
|---|---|---|
| li1 | 128 | - |
| met1 | 96 | 0.59 |
| met2 | 5 | 0.30 |
| met3 | 0 | 0.11 |
| met4 | 0 | 0 |
| met5 | - | 0 |
state kept, by name (all words and copies together) (netlist names):
| signal | cells |
|---|---|
| clockout | 1 |
| count | 8 |
worst register-to-register path, cell delays in order, from the launching register on:
cell	delay (ns)
dfxtp_1	0.34
inv_1	0.07
ha_1	0.13
nor4bb_1	0.42
buf_4	0.23
nor2_1	0.05
worst paths after layout:
path | startpoint | to | cells past startpoint
setup / recovery | clockout | clockout | 1
hold / removal | count[7] | count[7] | 1
setup reg to reg | count[0] | count[2] | 5
hold reg to reg | count[7] | count[7] | 1
cells by family after synthesis:
kind of cell,after synthesis
AND/OR/NAND/NOR,14
adder cells (fa/ha/maj),2
buffers and inverters,4
XOR/XNOR,5
AND-OR/OR-AND,2
flip-flops,9
through the flow:
step | worst slack [ns] | utilization
after floorplan | 0.597 | -
after global placement | 0.488 | 0.125
after detailed placement | 0.489 | 0.125
after CTS | 0.342 | 0.133
after global routing | 0.299 | 0.133
final | 0.358 | 0.133
power by group through the flow:
stage | combinational (W) | clock (W) | sequential (W)
6_report | 0.0000000000659 | 0.000149 | 0.000202
5_1_grt | 0.0000000000659 | 0.000167 | 0.000202
4_1_cts | 0.0000000000659 | 0.000156 | 0.000202
layout make-up:
type	count	share of cell area
Timing Repair Buffer	2	0.0386
Tap cell	46	0.127
Sequential cell	9	0.419
Inverter	3	0.0248
Clock buffer	4	0.0579
Multi-Input combinational cell	23	0.333
synth_stat cells, drive strengths merged:
| library cell | number | area share |
|---|---|---|
| a21oi | 1 | 0.024 |
| nor3 | 1 | 0.014 |
| or3 | 1 | 0.017 |
| nand4 | 1 | 0.017 |
| nand3 | 3 | 0.042 |
| ha | 2 | 0.070 |
| nor2 | 6 | 0.063 |
| buf | 1 | 0.014 |
| xnor2 | 3 | 0.073 |
| edfxtp | 1 | 0.084 |
| nor4bb | 1 | 0.028 |
| dfxtp | 8 | 0.45 |
| xor2 | 2 | 0.049 |
| o21ai | 1 | 0.014 |
| nand2 | 1 | 0.010 |
| inv | 3 | 0.031 |
Power is estimated from default activity; no workload was simulated.
