==> flow/design.v <==
module shumaguan(qclock,code1,code2,discode,enable);
    input qclock;
    input [3:0] code1,code2;
    output reg [6:0] discode;
    output reg [1:0] enable;
    reg count = 1;
    reg [3:0] code;
    always @(posedge qclock) begin
        if (count == 1)
            count <= 0;  
        else
            count <= count + 1;  
            case (count)
                1'b0:begin
                    code<=code2;
                    enable <= 2'b10;
                end
                1'b1:begin
                    code<=code1;
                    enable <= 2'b01;
                end
            endcase
            case (code)
                1:discode <= 1;
                2:discode <= 2;
                3:discode <= 3;
                4:discode <= 4;
                5:discode <= 5;
                6:discode <= 6;
                7:discode <= 7;
                8:discode <= 8;
                9:discode <= 9;
                0:discode <= 0;
            endcase
    end
endmodule
==> flow/config.mk <==
export PLATFORM = sky130hd
export DESIGN_NAME = shumaguan
export DESIGN_NICKNAME = shumaguan
export VERILOG_FILES = /design/flow/design.v
export SDC_FILE = /design/flow/constraint.sdc
export NUM_CORES = 4
export LEC_CHECK = 1
export CORE_AREA = 10 10 70 70
export DIE_AREA = 0 0 80 80
==> flow/constraint.sdc <==
current_design shumaguan

set clk_period 2.2
set clk_io_pct 0.2

create_clock -name clk0 -period $clk_period [get_ports {qclock}]

set non_clock_inputs [all_inputs -no_clocks]
set_input_delay [expr $clk_period * $clk_io_pct] -clock clk0 $non_clock_inputs
set_output_delay [expr $clk_period * $clk_io_pct] -clock clk0 [all_outputs]
==> flow/run.sh <==
#!/bin/bash
# OpenROAD 26Q1-2900-gdf79404cd8, Yosys 0.63+post, stock flow scripts
make -C /OpenROAD-flow-scripts/flow DESIGN_CONFIG=/design/flow/config.mk WORK_HOME=/design/flow/orfs finish
==> qor.csv <==
metric,value,unit
post-CTS sizing,0,
drt pass-1 iters,2,
RSZ-0062 raised after global routing,false,
FF-to-FF path depth,2,
Ys Warns,1,
Site Rows,21,
buffers and inverters on the worst path,1,
Ports,18,
Floorplan Utilization,10.8,%
crit path DRT,1760,ps
Post-CTS Setup Repair Bufs,0,
Final Cycle Share,68.4,%
"CP delay by family, top",buffers and inverters,
WP depth,1,
YS chip area,370,sq um
ant diodes,0,
DR WL/cell,7.37,um
Core Area,3420,sq um
Clk network pwr share,32.7,%
register share after synthesis,70.3,%
slowest cell delay on critical path,480,ps
final hold violation count,0,
leak pwr,0.200,nW
CTS tree,done,
"critical path fanouts, max",1,
Routed WL,656,um
Pint,0.000321,W
CTS root buffer,clkbuf_4,
vias in the first global route,255,
Worst Skew,1.17,ps
hold crit path type,reg2reg,
Die ar.,6400,sq um
"Core Util, Final",17.0,%
hold depth,0,
Global Route met2 Usage,2.49,%
gpl congestion,0.635,
M3 GR Usage,1.70,%
Slew headroom,58.0,%
H-Tree Depth,1,
Sequential Power Share,58.2,%
minimum clock period,1510,ps
critical path arrival,1070,ps
cells in synth_stat.txt,26,
Combinational Power Share,9.0,%
IO Port Bufs,14,
switching portion of total power,17.6,%
M1 GR Usage,2.66,%
Slew @ Worst Pin,623,ps
outcome,"finished, final reports clean",
WS Path Type,reg2out,
"antenna viol nets, final",0,
antenna violations before repair,0,
clk ins delay skew pair,260,ps
clock buffer depth,2,
via count,222,
PD cells,673,nW/um^2
post-route setup TNS,0,ps
GRT Overall Usage,2.03,%
Die W,80,um
Max Clk Rate,664,MHz
Avg Vias per Cell,2.49,
CTS sink cnt,11,
Hold Buf Count CTS,0,
Detailed Route Iter0 Violations,11,
count of state elements after synthesis,11,
Mapped Avg Cell Area,14.2,sq um
grt peak-use layer,met1,
"Area growth, synth to finish",56.4,%
share of post-route cells with drive strength above 1,16.3,%
GRT overflow,0,
Distinct lib cells used,10,
TritonCTS Buffers,3,
max-cap violations,0,
Setup crit end kind,output port,
stage-log warning count,25,
sw power,0.0000686,W
Worst setup SP type,flop,
Worst-path clk slew,60,ps
mapped cell area,370,sq um
"Setup violations, final",0,
largest net degree at the start of global routing,8,
Synth Instances,26,
CP max stage cell,clkdlybuf4s50_1,
Peak VDD IR,0.255,mV
DRC Markers,0,
fin. max-slew vios,0,
first-pass GRT wire length,1040,um
critical path cell sequence,clkdlybuf4s50_1,
die y size,80,um
-- registers in the layout (all words and copies together) (netlist names) --
name and flops:
code 4, count 1, enable 2, discode 4
-- worst paths after layout --
path / slack (ps) / start / end
min: 450 / count$_SDFF_PP0_ / enable[0]$_DFF_P_
max reg2reg: 1000 / code[1]$_DFF_P_ / discode[0]$_DFFE_PP_
max: 690 / discode[1]$_DFFE_PP_ / discode[1]
min reg2reg: 450 / count$_SDFF_PP0_ / enable[0]$_DFF_P_
-- power by group through the flow --
stage	logic (W)	clock network [W]	registers (W)
CTS	0.0000361	0.000134	0.000227
global route	0.0000389	0.000141	0.000229
finish	0.0000352	0.000128	0.000227
-- Yosys cell counts --
cell type	n	area share [%]
nor2b_1	2	3.4
o21ai_0	1	1.4
inv_1	2	2.0
nand2b_1	1	1.7
conb_1	1	1.0
edfxtp_1	4	32
nor3b_1	1	2.0
dfxtp_1	7	38
mux2_2	4	12
buf_4	3	6.1
-- placed cells by master, fill, tap and decap left out --
cell type and instances:
clkbuf_1 1, nor3b_1 1, dfxtp_1 7, o21ai_0 1, nand2b_1 1, edfxtp_1 4
conb_1 3, inv_1 2, mux2_2 4, nor2b_1 2, clkdlybuf4s50_1 14, clkbuf_4 3
-- per-layer routing --
metal	vias to the layer above	routed length (um)	share of wire, %
met5	-	0	0
met4	0	0	0
met3	0	90	14
met2	15	209	32
met1	93	355	54
li1	114	-	-
-- area by class of cell --
cell class,instances,area [sq um]
clock buffers,4,26.3
fillers,401,2840
inverters,2,7.51
multi-input cells,12,87.6
flip-flops and latches,11,260
well taps,46,57.6
repair buffers,14,140
-- per-stage QoR --
step	std cells	total power (W)	hold slack (ps)	area [sq um]	setup WS, ps
final	89	0.000390	452	579	695
after global routing	89	0.000409	481	579	648
after CTS	89	0.000397	456	579	682
after detailed placement	85	0.000267	446	553	971
after global placement	85	0.000267	440	553	967
after floorplan	28	0.000240	417	378	1120
-- logic make-up (layout without fill, tap and decap cells) --
group	count (synthesis)	count (layout)	share of synthesized area, %
other cells	1	3	1.01
flops	11	11	70.3
simple gates	4	4	7.10
mux	4	4	12.2
compound gates	1	1	1.35
buf+inv	5	20	8.11
Power is estimated from default activity; no workload was simulated.
